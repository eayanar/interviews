==> design.v <==
module hold_signal_high
#( parameter COUNT_BW = 10
)
(
   input wire                 clock             ,
   input wire                 reset_n           ,
   input wire                 signal_in         ,
   input wire [COUNT_BW-1:0]  cfg_extent_counter,
   output wire                signal_out
);
localparam FIND_POSEDGE = 2'd0;
localparam FIND_NEGEDGE = 2'd1;
localparam EXTN_NEGEDGE = 2'd2;
wire                posedge_signal_in    ;
wire                negedge_signal_in    ;
wire                signal_out_w          ;
wire [COUNT_BW-1:0] next_ext_counter     ;
wire [COUNT_BW-1:0] count_limit          ;
wire                count_limit_reached  ;
wire                cfg_count_equals_one  ;
reg                          signal_in_dly      ;
reg                          ext_signal         ;
reg     [1:0]                curr_state         ;
reg                          enable_ext_counter ;
reg     [COUNT_BW-1:0]       ext_counter        ;
assign posedge_signal_in =  signal_in & ~signal_in_dly;
assign negedge_signal_in = ~signal_in &  signal_in_dly;
assign signal_out_w        =  ext_signal | posedge_signal_in;  
assign signal_out = ~(|cfg_extent_counter) ? signal_in : signal_out_w;
always @(posedge clock or negedge reset_n) begin
   if(!reset_n)begin
      signal_in_dly <= 1'b0     ;
   end else begin
      signal_in_dly <= signal_in;
   end
end
assign count_limit          = cfg_extent_counter - {{{COUNT_BW-2}{1'b0}},2'b10}; 
assign count_limit_reached  = (ext_counter == count_limit);
assign cfg_count_equals_one =  (~|(cfg_extent_counter[COUNT_BW-1:1])) & cfg_extent_counter[0];
assign next_ext_counter     = (count_limit_reached) ? {{{COUNT_BW-1}{1'b0}},1'b0}:ext_counter + {{{COUNT_BW-1}{1'b0}},1'b1}; 
always @(posedge clock or negedge reset_n) begin
   if(!reset_n)begin
      ext_signal         <= 1'b0;
      curr_state         <= FIND_POSEDGE;
      enable_ext_counter <= 1'b0;
      initialize_counter <= 1'b0;
      ext_counter        <= {{COUNT_BW}{1'b0}};
   end else begin
      case(curr_state)
	 FIND_POSEDGE:begin
                            ext_counter  <= {{COUNT_BW}{1'b0}};
	                    if(posedge_signal_in)begin
			       ext_signal <= 1'b1;
			       curr_state <= FIND_NEGEDGE;
			    end else begin
			       ext_signal <= 1'b0;
			    end
	              end
	 FIND_NEGEDGE:begin
	                    if(negedge_signal_in) begin
			       if(cfg_count_equals_one) begin  
	                          curr_state <= FIND_POSEDGE;
	                          ext_signal <= 1'b0;
			      end else begin
			          curr_state         <= EXTN_NEGEDGE;
			          enable_ext_counter <= 1'b1;
				  ext_counter        <= {{COUNT_BW}{1'b0}};  
			       end
			    end
		      end
         EXTN_NEGEDGE:begin
			    if(enable_ext_counter) begin
			       ext_counter <= next_ext_counter;
			    end
	                    if(enable_ext_counter) begin
			       if(posedge_signal_in) begin     
	                          curr_state <= FIND_NEGEDGE;                                                
	                          ext_signal <= 1'b1;          
			          enable_ext_counter <= 1'b1;  
			       end else begin
				  if(count_limit_reached) begin
			            curr_state <= FIND_POSEDGE;
			            ext_signal <= 1'b0;
			            enable_ext_counter <= 1'b0;
			          end
			       end
			    end
		      end
         default     :begin 
	                       curr_state <= FIND_POSEDGE;
	                       ext_signal <= 1'b0;
		      end
      endcase
   end
end
endmodule
==> run.sh <==
#!/bin/bash
# OpenROAD 26Q1-2900-gdf79404cd8, Yosys 0.63+post, stock flow scripts
make -C /OpenROAD-flow-scripts/flow DESIGN_CONFIG=/design/flow/config.mk WORK_HOME=/design/flow/orfs finish
==> config.mk <==
export PLATFORM = sky130hd
export DESIGN_NAME = hold_signal_high
export DESIGN_NICKNAME = hold_signal_high
export VERILOG_FILES = /design/flow/design.v
export SDC_FILE = /design/flow/constraint.sdc
export NUM_CORES = 4
export LEC_CHECK = 1
export CORE_AREA = 10 10 87 87
export DIE_AREA = 0 0 97 97
==> constraint.sdc <==
current_design hold_signal_high

set clk_period 3.0
set clk_io_pct 0.2

create_clock -name clk0 -period $clk_period [get_ports {clock}]

set non_clock_inputs [all_inputs -no_clocks]
set_input_delay [expr $clk_period * $clk_io_pct] -clock clk0 $non_clock_inputs
set_output_delay [expr $clk_period * $clk_io_pct] -clock clk0 [all_outputs]
==> metrics.cfg <==
[floorplanning]
top_level_ports = 14
chipHeight_um = 97
die_area_sq_mm = 0.00941
core_area_sq_mm = 0.00564
core.rowCount = 27
die_x_um = 97
initial_core_util = 0.224

[worst_setup_path]
r2r.worst_path.cells = 7
crit_path_max_incr_delay_ps = 460
crit_chain = dlygate4sd2_1 -> nor4_4 -> and3_4 -> nand3b_1 -> nand2_1 -> a22o_1 -> clkdlybuf4s50_1
worst_setup_path_start_kind = primary input
criticalPathCategory = primary input to output port
required_ps = 2400
largest_driver_fanout_on_the_critical_path = 3
cp.arrival_ps = 2240
setup.worst_path.end_class = output port
worstReg2RegEnd = ext_counter[4]
reg2reg_from = ext_counter[8]
critPathSlowestCell = clkdlybuf4s50_1
rrSetupSlack_ps = 850

[final_layout]
layout.cells.most_common_list = nand2_1 (15), dfrtp_1 (15), buf_4 (12)
layout.cell_area.non_filler_sq_mm = 0.00162
final_cell_count_no_fill = 239
syn2layout_area_growth_pct = 28.3
post-route-util = 0.288
fillers = 586
drive_above_1_share = 0.204

[global_route]
first_pass_grt_wire_length_um = 4750
grt_start_max_net_pins = 17
grt_util_all_layers = 0.0581
global_route.overflow_total = 0
antenna_found_initial = 0
vias_in_the_first_global_route = 1065

[sta]
fin_hold_ws_ps = 538
post-route-worst-setup-slack_ps = 157
grt_setup_unrepaired = no
fin_worst_skew_ps = 2.90
fin_crit_ps = 2840
slew_headroom = 0.460
layout_worst_path_cycle_share = 0.948
report.final.hold_viol_count = 0
timing_worst_slew_pin_value_ps = 807
maxClockFrequency_mhz = 352
number_of_endpoints_failing_setup_at_the_final_stage = 0
fin_setup_tns_ps = 0
slew_violations = 0

[place]
io_buffers = 13
standard_cell_area_after_detailed_placement_sq_mm = 0.00155
dp_slack_ps = -103
numPlacedInstances = 234
routabilityCongestion = 0.840
place.detailed.hpwl_um = 2150

[synthesis]
ys_chip_area_sq_mm = 0.00127
mapped_cell_area_sq_mm = 0.00127
post_synth_num_cell_types = 47
async_flop_share = 1.00
synth.ff_latch_count = 16
commonest_flop = dfrtp_1
synthesis.instances = 142
average_footprint_of_a_synthesized_cell_sq_um = 8.92
ys_cells = 142
post_synth_tally_of_flip_flops_with_integrated_enable = 0
synth.yosys.seq_area_share = 0.317
ys.warnings.count = 3

[clock_network]
clkLatencyLatePin_ps = 250
cts_sinks = 16
cts_tree = yes
tritoncts.num_buffers = 3
clock_tree_buf_depth = 2
ctsRootBufferMaster = clkbuf_8
clk_pin_slew_ps = 70
htree_levels = 1

[hold_path]
hp-start = ext_counter[9]
hold-path-cell-count = 1
min-delay-path-class = register to register
min_to = ext_counter[9]

[pwr]
power.leakage_nw = 0.646
powerDensity_mw_per_mm2 = 300
vdd_ir_drop_max_mv = 0.127
power.total_mw = 0.487

[drt]
number_of_vias_per_cell = 4.71
finalWirelength_um = 2900
dr.max_layer_used = met4
ant_nets = 0
met3WireLength_um = 85
met2_wirelength_um = 1360
vias = 1125
detail_route.drc_violations = 0
route.layer.met1.wl_um = 1430
diodes = 0
drtPass1Iterations = 4
routed_wire_length_per_instance_um = 12.1
first_iter_violations = 43

[job]
max_cap_viol_count = 0
tool_warnings = 25

[outcome]
status = finished, final reports clean

[worst max-delay path, delay by kind of cell]
kind / cells / cell delay, ps
AND/OR/NAND/NOR: 4 / 770
buffers and inverters: 2 / 760
AND-OR/OR-AND: 1 / 120
[Yosys cell counts, types with 3 or more instances]
cell type	count	share of area
a22oi_1	5	0.030
and3_1	5	0.025
clkbuf_1	3	0.0089
dfrtp_1	15	0.30
inv_1	6	0.018
nand2_1	15	0.044
nand2b_1	4	0.020
nand3_1	7	0.028
nor2_1	9	0.027
nor2b_1	4	0.020
o211ai_1	4	0.024
o21ai_0	6	0.024
o31ai_2	4	0.040
or2_2	5	0.025
xnor2_1	6	0.042
xor2_1	4	0.028
[power by group]
group | internal, mW | switching, mW | leakage (nW)
sequential | 0.219 | 0.00504 | 0.159
combinational | 0.0351 | 0.0333 | 0.458
clock | 0.116 | 0.0782 | 0.0288
[how the worst max path moves through the flow]
stage                                 start         end  slack, ps  cells after the start
final                 cfg_extent_counter[4]  signal_out        160                      7
after CTS             cfg_extent_counter[1]  signal_out         70                      7
after global routing  cfg_extent_counter[4]  signal_out         10                      7
[cell type report]
class / count / area [sq um] / area share
clock buffer: 4 / 55.1 / 0.0339
inverter: 6 / 22.5 / 0.0139
multi-input combinational: 116 / 836 / 0.515
sequential: 16 / 402 / 0.247
tap: 72 / 90.1 / 0.0555
timing repair buffer: 25 / 219 / 0.135
[layer usage]
metal | global-route usage | up-vias
met4 | 0.00676 | 0
met3 | 0.0136 | 2
met1 | 0.0735 | 532
met2 | 0.100 | 10
li1 | - | 581
met5 | 0 | -
[flip-flops by register name, indices dropped and copies added (netlist names)]
register            cells
enable_ext_counter      1
curr_state              3
signal_in_dly           1
ext_counter            10
ext_signal              1
[kinds of logic (layout without fill, tap and decap cells)]
| kind of cell | after synthesis | after routing | synth area share |
|---|---|---|---|
| buffers and inverters | 10 | 35 | 0.0356 |
| adder cells (fa/ha/maj) | 2 | 2 | 0.0198 |
| multiplexers | 1 | 1 | 0.00889 |
| AND-OR/OR-AND | 37 | 37 | 0.244 |
| flip-flops | 16 | 16 | 0.317 |
| AND/OR/NAND/NOR | 66 | 66 | 0.305 |
| XOR/XNOR | 10 | 10 | 0.0692 |
[what timing repair did]
action,in CTS,in global routing
resized,5,2
buffers inserted,1,0
hold buffers,0,0
endpoints found under the setup margin,1,1
pin swaps,2,2
Power and IR drop assume default switching activity.
