[flow/run.sh]
#!/bin/bash
# OpenROAD 26Q1-2900-gdf79404cd8, Yosys 0.63+post, stock flow scripts
make -C /OpenROAD-flow-scripts/flow DESIGN_CONFIG=/design/flow/config.mk WORK_HOME=/design/flow/orfs finish
[flow/config.mk]
export PLATFORM = sky130hd
export DESIGN_NAME = max_computer
export DESIGN_NICKNAME = max_computer
export VERILOG_FILES = /design/flow/design.v
export SDC_FILE = /design/flow/constraint.sdc
export NUM_CORES = 4
export LEC_CHECK = 1
export CORE_UTILIZATION = 30
[flow/constraint.sdc]
current_design max_computer

set clk_period 4.3
set clk_io_pct 0.2

create_clock -name clk0 -period $clk_period [get_ports {i_clk}]

set non_clock_inputs [all_inputs -no_clocks]
set_input_delay [expr $clk_period * $clk_io_pct] -clock clk0 $non_clock_inputs
set_output_delay [expr $clk_period * $clk_io_pct] -clock clk0 [all_outputs]
[flow/design.v]
module max_computer
#(
   parameter INP_BW = 8
)
(
   input wire               i_clk            ,
   input wire               reset_n          ,
   input wire               i_start_p        ,
   input wire               i_rdy            ,
   input wire [INP_BW-1:0]  i_rdata          ,
   output wire              o_rd             ,
   output reg               o_vld_p          ,
   output reg [INP_BW-1:0] o_max_val
);
wire  end_of_max_comp; 
wire              input_val          ;
wire              enable_max_comp    ;
wire              wait_for_i_start_p ;
wire [7:0]        next_inp_counter   ;
wire [INP_BW-1:0] max_w;
wire              compare_out;
reg               input_val_dly;
reg [7:0]         input_counter;
reg [INP_BW-1:0]  input_reg;
reg [INP_BW-1:0]  input_curr;
reg [INP_BW-1:0]  input_prev;
assign end_of_max_comp  = (input_counter == 8'd255);
assign next_inp_counter = end_of_max_comp ? 8'd0: input_counter +8'd1;
assign o_rd = enable_max_comp;
always @(posedge i_clk or negedge reset_n)begin
   if(!reset_n)begin
      input_val          <= 1'b0;
      enable_max_comp    <= 1'b0;
      wait_for_i_start_p <= 1'b1;
      input_reg          <= {{INP_BW}{1'b0}};
   end else begin
      if(i_start_p & (wait_for_i_start_p)) begin
	 enable_max_comp    <= 1'b1;
         wait_for_i_start_p <= 1'b0;
      end
      if(end_of_max_comp)begin
	 enable_max_comp    <= 1'b0;
	 wait_for_i_start_p <= 1'b1;
      end
      if(i_rdy) begin
	 input_reg <= i_rdata;
      end
      input_val <= i_rdy;
   end
end
assign compare_out = (input_curr > input_prev);
assign max_w       = compare_out ? input_curr : 
                                   input_prev ;
always @(posedge i_clk or negedge reset_n)begin
   if(!reset_n)begin
      input_counter <= 8'd0 ;
      input_curr    <= {{INP_BW}{1'b0}};
      input_prev    <= {{INP_BW}{1'b0}};
   end else begin
      input_val_dly <= input_val;
      o_vld_p       <= input_val_dly & end_of_max_comp & enable_max_comp;
      if(i_start_p) begin
	 input_counter <= 8'd0 ;
	 input_curr    <= {{INP_BW}{1'b0}};
	 input_prev    <= {{INP_BW}{1'b0}};
      end
      if(input_val) begin
	 input_counter <= next_inp_counter ;
	 input_curr <= input_reg;
	 input_prev <= input_curr;
      end
      if(input_val_dly)begin
	 o_max_val <= max_w;
      end
   end
end
endmodule 
==> impl_metrics.tcl <==
# place-and-route summary
set metrics [dict create \
    status "complete, no violations" \
    area_leaders "dfrtp_1 (36%), edfxtp_1 (13%), a211oi_2 (4.8%)" \
    vias_per_cell 4.84 \
    fp_util_pct 31.7 \
    ir_drop_uv 106 \
    chipHeight_um 90.4 \
    cts_made_buffers 5 \
    ys_seq_elements 45 \
    cts_root_buf "clkbuf_8" \
    crit_path_max_fanout 11 \
    cp.arrival_ns 2.42 \
    flop_cell "dfrtp_1" \
    pin_count 22 \
    cts.clk_slew.worst_paths_ns 0.09 \
    startpoint_type "flop" \
    vias 1671 \
    drtIter0Drc 119 \
    fin_area_um2 2730 \
    drive_gt1_share_pct 13.8 \
    gp_congestion 0.823 \
    area_growth_pct 16.2 \
    ys_cells 228 \
    yosysTopAreaCell "dfrtp_1" \
    cap_violations 0 \
    grt_usage_pct 11.5 \
    avgSynthCellArea_um2 10.3 \
    rsz0062_at_grt "false" \
    netlist_area_um2 2350 \
    drt_wl_total_mm 4.24 \
    crit_path_end_kind "flop" \
    antenna_found_initial 0 \
    ys_area_um2 2350 \
    placed_area_um2 2630 \
    tns_ns 0 \
    dp_hpwl_mm 2.91 \
    dp_cells 337 \
    top_cell "dfrtp_1" \
    cts_resized 0 \
    warnings 25 \
    clkLatencyLatePin_ns 0.30 \
    cts_hold_buffers 0 \
    firstDrtPassIters 4 \
    fin_cells 345 \
    ys_seq_share_pct 50.2 \
    hold_viol_final 0 \
    synth_cell_types 35 \
    port_buffers 21 \
    cp.required_ns 4.45 \
    reg2reg_depth 6 \
    synth_warnings 9 \
    hold_class "reg -> reg" \
    ctsHtreeMaxLevel 2 \
    seq_area_um2 1180 \
    clockBufferDepth 2 \
    fillers 714 \
    period_minus_slack_ns 2.27 \
    holdPathStages 2 \
    wire_per_inst_um 12.3 \
    finalSetupViolations 0 \
    post_cts_buffers 0 \
    chipArea_um2 8180 \
    slew_headroom_pct 63.9 \
    drv_slew 0 \
    worst-setup-path-type "reg -> reg" \
    dieWidth_um 90.4 \
    grt_pass1_wl_mm 7.53 \
    grt_pass1_vias 1611 \
    logic_area_um2 1050 \
    finalClockSkew_ns 0.00761 \
    top_cells_by_count "dfrtp_1 (34), nand2_1 (29), nor2_1 (14)" \
    synthArstFlopShare_pct 77.8 \
    route.detailed.drc 0 \
    cts_sinks 45 \
    hold_ws_ns 0.485 \
    grt_max_degree 39 \
    cts_tree "done" \
    gr-total-overflow 0 \
    synth.top_cell.area_share_pct 36.3 \
    antennaDiodeCount 0 \
    max_clock_freq_mhz 441 \
    rows 31 \
    core-area_um2 7410 \
    powerDensity_nw_per_um2 393 \
    leakagePower_nw 1.11 \
    edf_count 10 \
    ant_nets 0 \
    worst_pin_slew_ns 0.537 \
    finalCritPeriodShare_pct 52.8 \
    synth_cells 228 \
]
==> final cells by class <==
| class | count | share of cell area [%] |
|---|---|---|
| Timing Repair Buffer | 25 | 8.63 |
| Inverter | 13 | 1.79 |
| Multi-Input combinational cell | 155 | 38.4 |
| Sequential cell | 45 | 43.2 |
| Clock inverter | 3 | 0.918 |
| Tap cell | 99 | 4.54 |
| Clock buffer | 5 | 2.52 |
==> placed cells by master, fill, tap and decap left out, drive strengths merged, types with 3 or more instances in the layout <==
master and n:
and3 5, nor4b 8, nor2 14, clkbuf 5, nand2 29, o22ai 12, o21ai 11, dfrtp 34
edfxtp 10, nor3 9, nor2b 3, a211oi 9, a22o 3, ha 9, mux2 8, buf 5
inv 15, nand2b 9, a21oi 3, clkdlybuf4s50 20, o31ai 9
==> where the power goes <==
part           total, W  internal (W)  switching (W)  leakage [nW]
clock network  0.000275      0.000119       0.000156        0.0452
registers      0.000516      0.000487      0.0000291         0.537
logic          0.000280      0.000132       0.000148         0.525
==> cell families (layout without fill, tap and decap cells) <==
logic type                 count (synthesis)  count (layout)  share of synthesized area [%]
AOI/OAI and AO/OA                         53              53                           17.3
muxes                                      8               8                           3.84
adders and majority gates                  9               9                           4.80
xor gates and xnor gates                   1               1                          0.373
buffers and inverters                     28              46                           5.17
and+or+nand+nor                           84              84                           18.3
DFF                                       45              45                           50.2
==> critical path: stages, from the launching register on <==
cell      delay (ns)
dfrtp_1         0.40
inv_1           0.08
ha_1            0.30
nand4_1         0.39
nor2_1          0.55
nor3_1          0.17
a211oi_2        0.23
==> path summary, 6_finish.rpt <==
path	start	endpoint	slack (ns)
setup / recovery	input_prev[6]	o_max_val[6]	2.03
hold / removal	input_reg[6]	input_curr[6]	0.48
setup reg to reg	input_prev[6]	o_max_val[6]	2.03
hold reg to reg	input_reg[6]	input_curr[6]	0.48
max in group asynchronous	reset_n	wait_for_i_start_p	3.35
min in group asynchronous	reset_n	input_reg[4]	0.59
==> routing by layer <==
| metal | up-vias | GRT usage (%) | share of wire, % |
|---|---|---|---|
| met2 | 41 | 16.4 | 42 |
| met1 | 762 | 19.0 | 51 |
| li1 | 863 | - | - |
| met4 | 0 | 1.34 | 1.4 |
| met3 | 5 | 2.22 | 5.3 |
| met5 | - | 0 | 0 |
==> through the flow <==
step,total power (W),util (%),setup WS [ns]
final,0.00107,36.8,2.03
after global routing,0.00114,36.8,1.85
after CTS,0.00108,36.8,2.05
after detailed placement,0.000803,35.5,2.09
after global placement,0.000800,35.5,2.09
after floorplan,0.000730,-,2.23
Power figures rest on the tool's default switching activity, not on a simulated workload.
